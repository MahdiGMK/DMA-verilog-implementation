--- ./run.sh ---
#!/bin/bash
# OpenROAD 26Q1-2900-gdf79404cd8, Yosys 0.63+post, stock flow scripts
make -C /OpenROAD-flow-scripts/flow DESIGN_CONFIG=/design/flow/config.mk WORK_HOME=/design/flow/orfs finish
--- ./config.mk ---
export PLATFORM = sky130hd
export DESIGN_NAME = ram
export DESIGN_NICKNAME = ram
export VERILOG_FILES = /design/flow/design.v
export SDC_FILE = /design/flow/constraint.sdc
export NUM_CORES = 4
export LEC_CHECK = 1
export CORE_UTILIZATION = 40
--- ./constraint.sdc ---
current_design ram

set clk_period 17.0
set clk_io_pct 0.2

create_clock -name clk0 -period $clk_period [get_ports {clk}]

set non_clock_inputs [all_inputs -no_clocks]
set_input_delay [expr $clk_period * $clk_io_pct] -clock clk0 $non_clock_inputs
set_output_delay [expr $clk_period * $clk_io_pct] -clock clk0 [all_outputs]
--- ./design.v ---
module ram #(
    parameter int SZ  = 8,
    parameter int WSZ = 8
) (
    input [SZ-1:0] addr,
    input w_notr,
    inout [WSZ-1:0] data,
    input clk
);
    reg [WSZ-1:0] storage[(1 << SZ) - 1];
    assign data = w_notr ? 'z : storage[addr];
    always @(posedge clk) begin
        if (w_notr) storage[addr] <= data;
    end
endmodule
==> flow_summary.yaml <==
# yosys + openroad results
status:
  outcome: "aborted with a tool error"
  failed_stage: "clock tree synthesis"
  error_line: "[error] [KeplerFormal.cpp:679] Workflow failed: Iso has multiple drivers: .data0, _2687_.X0"
synthesis:
  yosys_warnings: 2
  synth.lib_cells_used.distinct: 46
  number_of_cell_instances_after_yosys_synthesis: 3624
  largest_area_cell: "sky130_fd_sc_hd__edfxtp_1"
  ys_seq_share_pct: 78.01
  common_cells: "sky130_fd_sc_hd__edfxtp_1, sky130_fd_sc_hd__mux4_2, sky130_fd_sc_hd__nor2_1"
  synth_largest_type_area_fraction_pct: 78.01
  post_synth_instance_area_um2: 78530
  yosys.stat.chipArea_um2: 78530
  synth_flops: 2040
  area_leaders: "sky130_fd_sc_hd__edfxtp_1, sky130_fd_sc_hd__mux4_2, sky130_fd_sc_hd__a22oi_1, sky130_fd_sc_hd__nor2_1, sky130_fd_sc_hd__mux2i_1"
  post_synth_inst_count: 3624
  postSynth.asyncResetShare_pct: 0
  synthMostInstantiatedCell: "sky130_fd_sc_hd__edfxtp_1"
  syn-mean-instance-area_um2: 21.67
  yosys_most_used_dff: "sky130_fd_sc_hd__edfxtp_1"
  synth-edff-count: 2040
placed_design:
  placement.setup.worst_slack_ns: 5.184
  final_gp_congestion: 0.8834
  post-dp-hpwl_um: 117100
  port_buffers: 9
clocking:
  cts.path.max_buffers: 3
  cts.htree.levels: 4
  post_cts_setup_buffer_count: 0
  cts_inserted_buffers: 205
  clockRootBuffer: "sky130_fd_sc_hd__clkbuf_16"
  cts.sinks: 2040
  postCtsHoldBufs: 0
  post_cts_resize_count: 0
floorplanning:
  ios: 18
  floorplan.die.height_um: 445.1
  fp.dieW_um: 445.1
  initial_utilization_pct: 40.27
  row_count: 162
[through the flow]
step	area, µm²	std cells
after global placement	82490	6229
after floorplan	78540	3624
after detailed placement	82490	6229
[logic make-up after synthesis]
kind of cell | after synthesis | share of synthesized area (%)
buffers and inverters | 236 | 1.517
AND/OR/NAND/NOR | 394 | 2.223
multiplexers | 554 | 14.72
AND-OR/OR-AND | 400 | 3.531
flip-flops | 2040 | 78.01
